File: ./run.sh
#!/bin/bash
# OpenROAD 26Q1-2900-gdf79404cd8, Yosys 0.63+post, stock flow scripts
make -C /OpenROAD-flow-scripts/flow DESIGN_CONFIG=/design/flow/config.mk WORK_HOME=/design/flow/orfs finish
File: ./config.mk
export PLATFORM = sky130hd
export DESIGN_NAME = reg_rw_sel
export DESIGN_NICKNAME = reg_rw_sel
export VERILOG_FILES = /design/flow/design.v
export SDC_FILE = /design/flow/constraint.sdc
export NUM_CORES = 4
export LEC_CHECK = 1
export CORE_AREA = 10 10 70 70
export DIE_AREA = 0 0 80 80
File: ./constraint.sdc
current_design reg_rw_sel

set clk_period 1.0
set clk_io_pct 0.2

create_clock -name clk0 -period $clk_period

set non_clock_inputs [all_inputs -no_clocks]
set_input_delay [expr $clk_period * $clk_io_pct] -clock clk0 $non_clock_inputs
set_output_delay [expr $clk_period * $clk_io_pct] -clock clk0 [all_outputs]
File: ./design.v
`default_nettype none
module reg_rw_sel (
    input  wire [2:0] reg_b_addr,
    input  wire       reg_b_read_en,
    input  wire       reg_b_write_en,
    output wire [7:0] x_read_en,
    output wire [7:0] x_write_en
);
assign x_write_en = (8'b00000001 & {7'b0000000, reg_b_write_en}) << reg_b_addr;
assign x_read_en = (8'b00000001 & {7'b0000000, reg_b_read_en}) << reg_b_addr;
endmodule
==> Implementation_results.wiki <==
== Flow metrics ==
{| class="wikitable"
! Metric !! Value
|-
| Final wirelength || 1290 µm
|-
| Worst min-delay path category || in2out
|-
| Number of hold buffers added after cts || 0
|-
| Number of warnings in the stage logs || 34
|-
| Initial antenna violation count || 0
|-
| Leading cell types by count after synthesis || sky130_fd_sc_hd__and4b_1, sky130_fd_sc_hd__and4bb_1, sky130_fd_sc_hd__buf_6
|-
| Pre-antenna DRT Iters || 3
|-
| Cell taking the most area after synthesis || sky130_fd_sc_hd__and4bb_1
|-
| Tally of yosys warning messages || 0
|-
| Final tally of hold violations || 0
|-
| Fraction of the yosys area taken by sequential cells || 0%
|-
| Number of cells traversed by the worst hold path || 3
|-
| Leakage power summed over all cells || 0.337 nW
|-
| Total track usage || 3.86%
|-
| Cell Pwr Density || 320 mW/mm²
|-
| Required arrival time at the worst endpoint || 800 ps
|-
| Final critical-path share of the clock period || 110%
|-
| Core Area || 0.00342 mm²
|-
| Hold Crit Endpoint || x_write_en[0]
|-
| Number of DRC violations after detailed routing || 0
|-
| Worst-Margin Slew || 169 ps
|-
| Largest cells by area after synthesis || sky130_fd_sc_hd__and4bb_1, sky130_fd_sc_hd__and4b_1, sky130_fd_sc_hd__buf_6
|-
| Violations in the final reports || negative setup slack
|-
| Height of the die || 80 µm
|-
| # diodes || 0
|-
| Sum of overflow across all layers after global routing || 0
|-
| Drt via density || 3.22
|-
| Max FO, Critical Path || 4
|-
| Number of global-route vias before repair || 327
|-
| Floorplan Utilization || 6.48%
|-
| IR drop worst, VDD || 0.0000858 V
|-
| Port bufs || 21
|-
| Max-cap viol count || 0
|-
| Area share of the largest cell type after synthesis || 22.6%
|-
| Weighted congestion reported at the end of routability-driven placement || 0.715
|-
| Worst setup slack before clock tree synthesis || -771 ps
|-
| Critical path arrival || 900 ps
|-
| Clock buffer cells || 0
|-
| Startpoint-to-endpoint class of the critical path || in2out
|-
| Mean routed wirelength per cell || 12.4 µm
|-
| Smallest hold slack || 775 ps
|-
| Post-synth area from yosys stat || 221 µm²
|-
| Slew margin rel. || 88.7%
|-
| Floorplan row count || 21
|-
| Die Footprint || 0.00640 mm²
|-
| 1st-iter DRT viols || 1
|-
| Critical path launch point type || primary input
|-
| Seq cells || 0
|-
| DP Wirelength || 698 µm
|-
| Final setup violation count || 16
|-
| Total power || 0.205 mW
|-
| Relative area change from synthesis to final layout || 189%
|-
| Horizontal die dimension || 80 µm
|-
| Yosys cell count || 19
|-
| Routed via count || 335
|-
| # IOs || 21
|-
| Minimum clock period after layout || 1100 ps
|-
| Placed cell count || 86
|-
| Outcome || finished, violations left
|-
| Count of unique library cells instantiated by Yosys || 7
|-
| Setup repair after global routing missed its margin || yes
|-
| Post-Synthesis Cells || 19
|-
| Hold Path Origin || reg_b_write_en
|-
| Wire length of the first global-routing pass || 1930 µm
|-
| Number of standard cells in the layout, taps in and fillers out || 104
|-
| Maximum number of pins on one net before global-route repair || 9
|-
| Crit end category || primary output
|-
| Mean area per synthesized cell || 11.7 µm²
|-
| Final Max Tran Viols || 0
|-
| Worst-case setup margin in the final layout || -103 ps
|-
| Combined area of all synthesized cells || 221 µm²
|-
| Max Clk Rate || 0.906 GHz
|-
| Sequential standard cell area || 0 µm²
|-
| Layout cells sized above 1 || 86.2%
|-
| Post-route antenna net violation count || 0
|}
[repair_timing]
action | CTS | global route
gates cloned | 3 | 0
pin swaps | 11 | 6
buffers inserted | 15 | 0
gates resized | 100 | 2
setup endpoints to repair | 16 | 16
[logic make-up (layout without fill, tap and decap cells)]
kind of cell  count (synthesis)  in the layout  synth area share (%)
buf+inv                       3             42                  15.3
simple gates                 16             16                  84.7
[final cells by class]
type / instances / area, µm²
Fill cell: 383 / 2780
Timing Repair Buffer: 42 / 375
Multi-Input combinational cell: 16 / 206
Tap cell: 46 / 57.6
[routing by layer]
metal  routed length, µm  GRT usage [%]  vias up
met5                   0              0        -
met4                   0              0        0
met2                 369           3.61       21
li1                    -              -      167
met3                 164           1.59        0
met1                 759           7.12      147
[per-stage QoR]
stage / cell area, µm² / utilization, % / setup TNS, ps
final: 639 / 18.7 / -852
after detailed placement: 478 / 14.0 / -11600
after CTS: 622 / 18.2 / -893
after global routing: 639 / 18.7 / -1310
after global placement: 478 / 14.0 / -11610
after floorplan: 221 / - / 0
[power by group]
| group | total, mW | switching, mW | internal [mW] |
|---|---|---|---|
| combinational | 0.205 | 0.0692 | 0.135 |
| sequential | 0 | 0 | 0 |
| clock | 0 | 0 | 0 |
| total | 0.205 | 0.0692 | 0.135 |
[critical path, cell delays in order]
cell and delay, ps:
sky130_fd_sc_hd__buf_8 100, sky130_fd_sc_hd__buf_6 120, sky130_fd_sc_hd__buf_6 110, sky130_fd_sc_hd__nor4b_4 240, sky130_fd_sc_hd__buf_2 130
[worst max path at each step]
stage | from | end | cells after the start
CTS | reg_b_addr[0] | x_read_en[0] | 5
global route | reg_b_addr[0] | x_write_en[0] | 5
finish | reg_b_addr[0] | x_write_en[0] | 5
[layout by cell type, fill, tap and decap left out, drive strengths merged]
cell type  synthesis  layout
buf                3      42
and4b              6       6
and4bb             6       6
nor4b              2       2
and4               2       2
Power is estimated from default activity; no workload was simulated.
