==> ./design.v <==
`default_nettype none
module shifter 
#(
	parameter BIT_COUNT = 8
)
(
	input  wire [BIT_COUNT-1:0] shift_in,
	input  wire [BIT_COUNT-1:0] shift_amount,  
	output wire [BIT_COUNT-1:0] shift_out
);
assign shift_out = shift_amount[BIT_COUNT-1] ? shift_in >> ((~shift_amount)+1) : shift_in << shift_amount;
endmodule
==> ./run.sh <==
#!/bin/bash
# OpenROAD 26Q1-2900-gdf79404cd8, Yosys 0.63+post, stock flow scripts
make -C /OpenROAD-flow-scripts/flow DESIGN_CONFIG=/design/flow/config.mk WORK_HOME=/design/flow/orfs finish
==> ./config.mk <==
export PLATFORM = sky130hd
export DESIGN_NAME = shifter
export DESIGN_NICKNAME = shifter
export VERILOG_FILES = /design/flow/design.v
export SDC_FILE = /design/flow/constraint.sdc
export NUM_CORES = 4
export LEC_CHECK = 1
export CORE_AREA = 10 10 70 70
export DIE_AREA = 0 0 80 80
==> ./constraint.sdc <==
current_design shifter

set clk_period 2.0
set clk_io_pct 0.2

create_clock -name clk0 -period $clk_period

set non_clock_inputs [all_inputs -no_clocks]
set_input_delay [expr $clk_period * $clk_io_pct] -clock clk0 $non_clock_inputs
set_output_delay [expr $clk_period * $clk_io_pct] -clock clk0 [all_outputs]
==> flow_summary.json <==
{
  "status": "complete, but fails checks",
  "violations": "setup timing",
  "numPlacedInstances": 121,
  "fp_util": 0.0905,
  "p_switching_uw": 64.3,
  "clockPowerShare": 0,
  "die_w_um": 80,
  "die_h_um": 80,
  "via_per_inst": 3.81,
  "grt_remaining_overflow": 0,
  "drc": 0,
  "drt_iter0_drc": 21,
  "io_buffers": 24,
  "yosysTopAreaCell": "mux2_2",
  "ys_sh_mux": 0.243,
  "drt_wl_total_um": 1620,
  "gp_congestion": 0.818,
  "crit_type": "in2out",
  "irDropWorstVdd_mv": 0.0306,
  "ys_sh_adder": 0,
  "chip_area_um2": 6400,
  "cp-start-kind": "input port",
  "hold_viol": 0,
  "track_usage": 0.0471,
  "setup_violations": 1,
  "layout.cells.non_filler": 127,
  "area_delta_synth_final_pct": 177,
  "warnings": 34,
  "period_used_share": 1.00,
  "yosys.area.top_type_share": 0.146,
  "worst_setup_path_end_kind": "output pin",
  "synth_warnings": 0,
  "grt_first_pass_wirelength_um": 2530,
  "period_minus_slack_ns": 2.01,
  "syn_avg_cell_area_um2": 7.02,
  "ys_cells": 44,
  "wl_per_cell_um": 12.7,
  "core-area_um2": 3420,
  "ys_sh_aoi": 0.190,
  "seq_area_um2": 0,
  "whs_ns": 1.25,
  "antenna_cells": 0,
  "ys_types": 22,
  "worstMarginPinSlew_ns": 0.324,
  "layout_setup_ws_ns": -0.00668,
  "syn_inst": 44,
  "hold_path_class": "in2out",
  "simple_gate_area_frac": 0.441,
  "powerDensity_nw_per_um2": 166,
  "netlist_area_um2": 309,
  "cp_data_required_time_ns": 1.60,
  "rsz0062_at_grt": "yes",
  "clock.fmax_mhz": 498,
  "firstDrtPassIters": 4,
  "grt_pass1_vias": 542,
  "seq_cells": 0,
  "ios": 24,
  "combGateArea_um2": 445,
  "pwr-share-comb": 1.000,
  "drive_gt1_frac": 0.630,
  "slew_headroom": 0.784,
  "finalMaxSlewViolations": 0,
  "pwr-share-seq": 0,
  "synthTopCellsByArea": "mux2_2 (15%), nor4_1 (10%), mux2i_1 (9.7%)",
  "ys_seq_frac": 0,
  "cp_data_arrival_time_ns": 1.61,
  "n_fill_cell": 353,
  "ys_sh_xor": 0,
  "clkbuf_count": 0,
  "leakagePower_uw": 0.000370,
  "hpwlAfterDp_um": 1130,
  "vias": 484,
  "crit_path_max_fanout": 3,
  "logic_family": "simple AND/OR/NAND/NOR gates",
  "swShare": 0.452,
  "num_rows": 21,
  "maxCapViolations": 0,
  "antenna_found_initial": 0,
  "grt_max_degree": 8,
  "drtAntennaViolNets": 0,
  "yosys-stat-area_um2": 309,
  "intPower_uw": 77.9
}
## stage by stage
stage	cell area, um^2	utilization	total power, uW	setup slack [ns]	setup TNS (ns)
floorplan	309	-	40.7	0.258	0
global placement	666	0.195	99.7	-0.788	-5.46
detailed placement	666	0.195	100	-0.755	-5.33
CTS	754	0.221	120	-0.0425	-0.0592
global route	857	0.251	152	-0.0612	-0.193
finish	857	0.251	142	-0.00668	-0.00668
## what timing repair did
| item | in CTS | in global routing |
|---|---|---|
| cloned | 1 | 0 |
| hold buffers | 0 | 0 |
| resized | 63 | 17 |
| pin swaps | 5 | 4 |
| setup buffers | 5 | 0 |
| setup endpoints to repair | 8 | 7 |
## worst max-delay path, stage by stage
cell and delay (ns):
clkdlybuf4s50_1 0.51, mux2i_1 0.11, o21a_1 0.21, nor4_4 0.25
buf_2 0.13
## per-layer routing
metal | vias up | wire length, um | global-route usage
li1 | 240 | - | -
met1 | 230 | 582 | 0.0468
met2 | 14 | 857 | 0.0899
met5 | - | 0 | 0
met3 | 0 | 179 | 0.0239
met4 | 0 | 0 | 0
## final timing paths
check,startpoint,endpoint,slack [ns],cells past startpoint
setup / recovery,shift_in[0],shift_out[5],-0.007,5
hold / removal,shift_amount[5],shift_out[0],1.25,5
## placed cells by master (no fill, tap or decap), types with 2 or more instances in the layout
cell | Yosys | routed
nor4_4 | 0 | 4
nor2_1 | 2 | 2
nor2b_1 | 4 | 2
dlymetal6s2s_1 | 0 | 3
buf_2 | 1 | 11
mux2i_1 | 3 | 2
dlygate4sd2_1 | 0 | 3
buf_6 | 1 | 6
mux2_2 | 4 | 2
clkdlybuf4s50_1 | 0 | 6
a211oi_2 | 0 | 2
nand2b_1 | 2 | 2
buf_4 | 0 | 11
o22ai_1 | 2 | 2
a2111oi_4 | 0 | 2
inv_1 | 4 | 4
mux2_4 | 0 | 2
## layout make-up
type	instances	area share
timing repair buffer	41	0.396
tap	46	0.0672
multi-input combinational	36	0.520
inverter	4	0.0175
## cell usage after synthesis
master and n:
nand2b_4 1, buf_2 1, o21a_1 1, a2111oi_0 2, nand2_1 1, nor2_1 2
nor2b_1 4, mux2_2 4, nor3_1 1, mux2i_1 3, nor4_1 5, nand4_1 1
nor3b_1 1, or4_4 1, o22ai_1 2, nand2b_1 2, buf_6 1, a31oi_1 1
inv_1 4, a211oi_1 2, or2_2 2, clkbuf_1 2
## power groups by stage
stage | Clock, uW | Sequential [uW] | Combinational (uW)
global route | 0 | 0 | 152
finish | 0 | 0 | 142
CTS | 0 | 0 | 120
## cell families (layout without fill, tap and decap cells)
kind of cell | Yosys count | count (layout)
compound gates | 8 | 8
simple gates | 21 | 21
buf+inv | 8 | 45
mux | 7 | 7
Power is estimated from default activity; no workload was simulated.
