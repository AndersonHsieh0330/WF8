### flow/run.sh
#!/bin/bash
# OpenROAD 26Q1-2900-gdf79404cd8, Yosys 0.63+post, stock flow scripts
make -C /OpenROAD-flow-scripts/flow DESIGN_CONFIG=/design/flow/config.mk WORK_HOME=/design/flow/orfs finish
### flow/config.mk
export PLATFORM = sky130hd
export DESIGN_NAME = register_file
export DESIGN_NICKNAME = register_file
export VERILOG_FILES = /design/flow/design.v
export SDC_FILE = /design/flow/constraint.sdc
export NUM_CORES = 4
export LEC_CHECK = 1
export CORE_UTILIZATION = 30
### flow/constraint.sdc
current_design register_file

set clk_period 4.5
set clk_io_pct 0.2

create_clock -name clk0 -period $clk_period [get_ports {clk}]

set non_clock_inputs [all_inputs -no_clocks]
set_input_delay [expr $clk_period * $clk_io_pct] -clock clk0 $non_clock_inputs
set_output_delay [expr $clk_period * $clk_io_pct] -clock clk0 [all_outputs]
### flow/design.v
`default_nettype none
`timescale 1ps/1ps
module register_file (
    input  wire       clk,
    input  wire       reset,
    input  wire [7:0] write_data_in,
    input  wire [2:0] write_addr_in,  
    input  wire       write_en,
    input  wire [2:0] read_addr_in,   
    output wire [7:0] reg_b_out,      
    output wire [7:0] reg_acc_out
);
reg [7:0] registers [7:0];
assign reg_b_out = registers[read_addr_in];
assign reg_acc_out = registers[7];
integer i;
always @(posedge clk) begin
    if (reset) begin
        for (i = 0 ; i < 8 ; i = i + 1) begin
            registers[i] <= 8'b0;
        end
    end else begin
        if (write_en) begin
            registers[write_addr_in] <= write_data_in;
        end
    end
end
endmodule
==> git commit body <==
Update PnR metrics after Yosys + OpenROAD run

- The share of the Yosys chip area taken by registers is 0.645.
- Most used standard cells in the synthesized netlist: edfxtp_1 (64), nor3_1 (64), mux4_1 (15)
* H-tree depth: 3
- Total of cells resized after clock tree synthesis: 0
* Crit path to: reg_b_out[7]
- Post-synth regs: 64
* Via-per-instance ratio: 4.87
* Registers with the highest flip-flop counts: registers: 64 flops
- Worst-path fanout max: 16
- The worst setup path is captured at an output port.
* Pint: 1020 uW
- The number of global-route vias before repair was between 1,500 and 2,000.
- Synthesized area: between 2000 and 3000 um2
- For the final routed database, the setup TNS stands at 0 ps.
- In this run, post-CTS hold repair placed 0 buffers.
- Once routing completed, OpenROAD measured the worst setup slack at 655 ps.
* Grt ovf: 0
- For reference, the final report shows the max-slew violation count at 0.
- For this run, the detailed router's first-pass iteration total came to 4.
- The CTS log lists the clock sinks for this run as 64.
* Number of maximum-capacitance violations: 0
* Area share of the leading cell type in the synthesized netlist: 0.645
* Grt met1 use: 0.172
- Once detail routing completed, the nets flagged for antenna violations numbered 0.
- In this run the post-CTS setup repair buffer count came out at 0.
- The floorplan step records an initial core utilization of 0.308.
- Path category of the worst min-delay check: input pin to flop
* Result of the run: completed
- Number of flip-flops under the largest register name: roughly 64
- The flow reports an fmax of 0.260 GHz.
* Biggest area consumer among synthesized cells: edfxtp_1
- Grt met2 use: 0.207
- The script logs the mean routed wire length per placed instance as 16.5 um.
* Standby leakage power: 0.00115 uW
- RSZ-0062 raised after global routing: no
- For reference, the most critical setup path is categorized as input pin to output port.
- In this run the tools logged warnings totalling 25.
- Part of the power in combinational logic: 0.112
- Of the total power, the share spent switching nets is 0.214.
- Unique masters post-synth: 17
- The DRC violation total left in the routed layout is recorded as 0.
- The data arrival time reported for the critical path is 2950 ps.
- The final hold violation count recorded for this run is 0.
* Number of standard-cell rows in the floorplan: 36
- The global routing report lists combined usage of all routing layers as 0.136.
- Across all checked pins, the minimum headroom to the slew limit is 0.434.
* IO Port Bufs: 32
- Largest net degree at the start of global routing: 37
* Core box area: 9680 um2
- Wire length of the first global-routing pass: 9710 um
- Top cells by area: edfxtp_1 (65%), mux4_1 (13%), nor3_1 (11%), mux2_2 (3.0%), o21bai_1 (2.0%)
- Antenna diode count: 0
- Of the total power, the clock network draws 0.349.
* Min cycle time layout: 3850 ps
- RePlAce Congestion: roughly 0.76
* Total via count in the routed design: 1,783
- Dominant register cell in the synthesized netlist: edfxtp_1
- The number of clock buffers added by TritonCTS is 9.
* Launching element type of the critical path: input pin
- Number of antenna violations at the first check in global routing: 0
- Sum of routed wire length over all layers: between 6000 and 7000 um
- From the final report, the count of setup violators was given as 0.
- After synthesis, the mean cell area works out to 15.4 um2.
- Share of final-layout standard cells stronger than drive strength 1: 0.146
* CP required: 3600 ps
- VDD IR max: 0.187 mV
* Width of the die: 102 um
- Of the available clock period, the critical path in the final layout requires 0.855.
- Sequential Power Share: 0.540
- The transition time recorded at the tightest slew-check pin is ~850 ps.
* Post-synth EDFFs: 64
* Ys async rst share: 0
- In this run the full chip footprint comes out at 10,300 um2.
- The wire-length estimate of the detail-placed layout is between 3000 and 4000 um.
- Power Density: around 360 nW/um2
- Area growth syn-to-layout: 21.7%
- Clk pin slew, worst setup/hold paths: 70 ps
- Logged for this run, the post-placement worst setup slack is about 620 ps.
- Filler cell count: around 910
- Top-level I/O count: 33
* Number of DRC markers after the initial detailed-route iteration: 75
- The finished cells cover ~3600 um2.
- Cell count listed in synth_stat.txt: 193
- Met3 Resource Use GR: 0.0924
- Placed standard-cell area: 3450 um2
* Vertical die dimension: a little over 100 um
- Clock tree from TritonCTS: yes
- In the synthesis report, Yosys lists the chip area as roughly 3000 um2.
* Grt peak-use layer: met2
- Number of warnings reported in the yosys synthesis log: 1
- Top register by number of flip-flops: registers
- Root buffer selected by CTS: clkbuf_8
- Reported net switching power: 279 uW
- Per the post-synthesis report, the number of cells in the design is 193.
- No sink is reached through more buffers than the 2 on the longest clock path.
- For reference, the critical path is launched at read_addr_in[0].
layout make-up:
cell class                      instances  area, um2  area share
Clock buffer                           11        131      0.0362
Tap cell                              133        166      0.0459
Sequential cell                        64       1920       0.530
Clock inverter                          5       47.5      0.0131
Multi-Input combinational cell        102        926       0.255
Timing Repair Buffer                   43        403       0.111
Inverter                                8       30.0     0.00828
metrics by stage:
stage / hold WS [ps] / utilization / power (uW) / cells
after global routing: 1360 / 0.374 / 1360 / 366
after CTS: 1350 / 0.374 / 1310 / 366
after detailed placement: 1670 / 0.356 / 862 / 350
final: 1360 / 0.374 / 1300 / 366
after floorplan: 1190 / - / 788 / 193
after global placement: 1670 / 0.356 / 860 / 350
kinds of logic (layout without fill, tap and decap cells):
group,after synthesis,in the layout,synth area share
flops,64,64,0.645
simple gates,70,70,0.121
compound gates,8,8,0.0202
buf+inv,27,67,0.0441
mux,24,24,0.170
critical path: stages:
cell and delay, ps:
clkdlybuf4s50_1 450, buf_4 260, mux4_1 610, mux2_2 300, clkdlybuf4s50_1 410
power groups by stage:
stage	Sequential (uW)	Combinational (uW)	Clock, uW
5_1_grt	707	159	493
4_1_cts	703	147	463
6_report	702	146	454
layer usage:
metal  share of wire  wire length [um]  up-vias
met5               0                 0        -
met4           0.012                75        0
met1            0.39              2320      839
met2            0.48              2910       94
li1                -                 -      843
met3            0.12               717        7
placed cells by master, fill, tap and decap left out:
master           netlist  final
nor3_1                64     64
edfxtp_1              64     64
clkdlybuf4s50_1        0     32
mux4_1                15     15
buf_4                  0     11
clkinv_1               8     10
clkbuf_8               0      9
mux2_2                 8      8
o21bai_1               8      8
nand2b_1               2      2
clkbuf_1               8      2
clkinv_2               0      2
mux4_2                 1      1
or3b_2                 1      1
nand2_1                1      1
nand3b_1               1      1
or2_2                  1      1
bufinv_16              0      1
how the worst min path moves through the flow:
stage | to | from | cells past startpoint
final | registers[3][6] | write_data_in[6] | 3
after global routing | registers[7][6] | write_data_in[6] | 3
after CTS | registers[7][6] | write_data_in[6] | 3
Power figures rest on the tool's default switching activity, not on a simulated workload.
